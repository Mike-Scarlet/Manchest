==> design.v <==
module Man_decoder(input_wire, output_wire, clk, rst, state_out);
  input input_wire;
  output[8 - 1:0] output_wire;
  input clk, rst;
  output[2:0] state_out;
  reg[2:0] state;
  reg[2:0] next_state;
  reg end_of_convert;
  reg read_one_bit;
  reg clock_last_input;
  reg masked_input;
  integer mask_cnt;
  integer clock_cnt;
  integer decoded_cnt;
  reg[8 - 1:0] latch_output;
  always @ (posedge clk)
    begin
      if(rst)
        state <= 3'b001;
      else
        state <= next_state;
    end
  always @ (state or masked_input or rst or mask_cnt or end_of_convert or read_one_bit)
    begin
      if(state == 3'b001)
        if(!rst)
          next_state = 3'b010;
        else
          next_state = 3'b001;
      else if(state == 3'b010)
        if(masked_input)
          next_state = 3'b010;
        else
          next_state = 3'b100;
      else if(state == 3'b100)
        if(masked_input)
          next_state = 3'b011;
        else
          next_state = 3'b100;
      else if(state == 3'b011)
        if(masked_input)
          next_state = 3'b011;
        else
          next_state = 3'b101;
      else if(state == 3'b101)
        if(masked_input)
          next_state = 3'b110;
        else
          next_state = 3'b101;
      else if(state == 3'b110)
        if(mask_cnt <= 0)
          next_state = 3'b000;
        else
          next_state = 3'b110;
      else if(state == 3'b000)
        if(end_of_convert == 1)
          if(masked_input)
            next_state = 3'b010;
          else
            next_state = 3'b100;
        else if(read_one_bit == 1)
          next_state = 3'b110;
        else
          next_state = 3'b000;
      else
        next_state = 3'b001;
    end
  always @ (posedge clk)
    begin
      case(state)
        3'b001:
          begin
            latch_output <= 0;
            mask_cnt <= 0;
            clock_cnt <= 0;
            decoded_cnt <= 0;
            end_of_convert <= 0;
            read_one_bit <= 0;
          end
        3'b010, 3'b100:
          begin
            read_one_bit <= 0;
            clock_cnt <= 0;
            mask_cnt <= 0;
            decoded_cnt <= 0;
          end
        3'b011, 3'b101:
          begin
            latch_output <= 0;
            end_of_convert <= 0;
            clock_cnt <= clock_cnt + 1;
            mask_cnt <= ((clock_cnt >> 1) + (clock_cnt >> 2));
          end
        3'b110:
          begin
            if(mask_cnt < 0)
              mask_cnt <= 0;
            else if(mask_cnt > 0)
              mask_cnt <= mask_cnt - 1;
            read_one_bit <= 0;
          end
        3'b000:
          begin
            if(read_one_bit == 0)
              begin
                if(clock_last_input != input_wire)
                  begin
                    latch_output <= latch_output << 1;
                    latch_output[0] <= ~input_wire;
                    read_one_bit <= 1;
                    decoded_cnt <= decoded_cnt + 1;
                    if(decoded_cnt == 8 - 1)
                      end_of_convert <= 1;
                    else
                      mask_cnt <= ((clock_cnt >> 1) + (clock_cnt >> 2));
                  end
              end
          end
        default:
          begin
          end
      endcase
      clock_last_input <= input_wire;
    end
  always @ (mask_cnt or input_wire)
    begin
      if(mask_cnt >= 0)
        begin
          masked_input = input_wire;
        end
      else
        masked_input = masked_input;
    end
  assign output_wire = latch_output;
  assign state_out = ~state;
endmodule
module Man_encoder(_input_reg, _output_wire, _clk, _en, _rst, _divide_freq);
  input[8 - 1:0] _input_reg;
  input[31:0] _divide_freq;
  input _clk, _en, _rst;
  output _output_wire;
  reg[1:0] _state;
  reg[1:0] _next_state;
  reg[4:0] _trans_cnt;
  reg _end_of_transfer;
  reg[10 - 1:0] _latch_input;
  reg _latch_output;
  integer _divide_cnt;
  integer _eot_cnt;
  always @ (posedge _clk)
    begin
      if(_rst)
        _state <= 2'b00;
      else
        _state <= _next_state;
    end
  always @ (_rst or _en or _end_of_transfer or _state)
    begin
      if(_state == 2'b00)
        _next_state = 2'b10;
      else if(_state == 2'b10 && _en && !_end_of_transfer)
        _next_state = 2'b11;
      else if(_state == 2'b11 && _end_of_transfer)
        _next_state = 2'b10;
	  else if(_state != 2'b10 && _state != 2'b00 && _state != 2'b11)
		_next_state = 2'b00;
    end
  always @ (posedge _clk)
    begin
	  case(_state)
		2'b00:
          begin
			_trans_cnt <= 0;
            _latch_input <= 0;
			_divide_cnt <= 0;
			_end_of_transfer <= 0;
			_latch_output <= 0;
		  end
		2'b10:
		  begin
			if(_eot_cnt > 0)
              _eot_cnt <= _eot_cnt - 1;
            else
              _end_of_transfer <= 0;
			_latch_input <= {2'b00, _input_reg};
		  end
		2'b11:
		  begin
			if(_trans_cnt == 0)
              begin
                _trans_cnt <= _trans_cnt + 1;
              end
            else
              begin
                if(_divide_cnt > 0)
                  _divide_cnt <= _divide_cnt - 1;
                else if(_trans_cnt <= 2 * 10)
                  begin
                    if(_trans_cnt != 2 * 10)
                      _divide_cnt <= _divide_freq;
                    _trans_cnt <= _trans_cnt + 1;
                    if(_trans_cnt[0] == 1)
                      begin
                        _latch_output <= _latch_input[10 - 1];
                      end
                    else
                      begin
                        _latch_output <= ~_latch_input[10 - 1];
                        _latch_input <= _latch_input << 1;
                      end
                  end
                else  
                  begin
                    _end_of_transfer <= 1;
                    _trans_cnt <= 0;
                    _eot_cnt <= 10;
                  end
              end
		  end
	  endcase
    end
  assign _output_wire = _latch_output;
endmodule
module data_input(DIP_switch, shift_in, out_wire, cs);
  input[3:0] DIP_switch;
  input shift_in, cs;
  output[7:0] out_wire;
  reg [7:0] out_latch;
  reg lower;
  always @ (posedge shift_in)
	if(!cs)
	  begin
        lower = ~lower;
      end
  always @ (DIP_switch, lower, cs)
    begin
	  if(!cs)
        if(lower)
		  out_latch[3:0] = DIP_switch;
        else
          out_latch[7:4] = DIP_switch;
    end
  assign out_wire = out_latch;
endmodule
module divide_selector(state_select, cs, out_divide_freq);
  input cs;
  input[1:0] state_select;
  output[31:0] out_divide_freq;
  reg[31:0] out_divide_freq;
  always @ (state_select, cs)
	begin
	  if(cs)
	    case(state_select)
		  2'b00: out_divide_freq = 6000000;
		  2'b01: out_divide_freq = 1200000;
		  2'b10: out_divide_freq = 8;
		  2'b11: out_divide_freq = 12000000;
	    endcase
    end
endmodule
module frequency_divider(input_led8, input_H_digi, input_L_digi, input_ld1, input_ld2,
						 output_led8, output_H_digi, output_L_digi, output_ld1, output_ld2, 
						 state_select, clk, cs);
  input clk, cs;
  input[1:0] state_select;
  input[2:0] input_ld1, input_ld2;
  input[7:0] input_led8, input_H_digi, input_L_digi;
  output[2:0] output_ld1, output_ld2;
  output[7:0] output_led8, output_H_digi, output_L_digi;
  reg[3:0] cnt_max;
  reg[3:0] counter;
  reg light_switch;
  reg[2:0] output_ld1, output_ld2;
  reg[7:0] output_led8, output_H_digi, output_L_digi;
  always @ (state_select, cs)
	begin
	  if(cs)
	    case(state_select)
		  2'b00: cnt_max = 2;
		  2'b01: cnt_max = 1;
		  2'b10: cnt_max = 4;
		  2'b11: cnt_max = 7;
	    endcase
    end
  always @ (posedge clk)
	begin
	  counter <= counter + 1;
	  if(counter > cnt_max)
		light_switch <= 0;
	  else
		light_switch <= 1;
	end
  always @ (light_switch)
	begin
	  if(light_switch)
		begin
		  output_ld1 = input_ld1;
		  output_ld2 = input_ld2;
		  output_led8 = input_led8;
		  output_H_digi = input_H_digi;
		  output_L_digi = input_L_digi;
		end
	  else
		begin
		  output_ld1 = 3'b111;
		  output_ld2 = 3'b111;
		  output_led8 = 8'b11111111;
		  output_H_digi = 0;
		  output_L_digi = 0;
		end
	end
endmodule
module input_display(input_data, H_digitron, L_digitron, cs, clk_divide_input);
  input cs;
  input[1:0] clk_divide_input;
  input[7:0] input_data;
  output[7:0] H_digitron, L_digitron;
  reg[7:0] H_digitron, L_digitron;
  always @ (input_data or cs or clk_divide_input)
    begin
	  if(!cs)
		begin
          case(input_data[7:4])
            4'd0: H_digitron = 8'h3f;
            4'd1: H_digitron = 8'h06;
            4'd2: H_digitron = 8'h5b;
            4'd3: H_digitron = 8'h4f;
            4'd4: H_digitron = 8'h66;
            4'd5: H_digitron = 8'h6d;
            4'd6: H_digitron = 8'h7d;
            4'd7: H_digitron = 8'h07;
            4'd8: H_digitron = 8'h7f;
            4'd9: H_digitron = 8'h67;
            4'd10: H_digitron = 8'b01110111;
            4'd11: H_digitron = 8'b01111100;
            4'd12: H_digitron = 8'b00111001;
            4'd13: H_digitron = 8'b01011110;
            4'd14: H_digitron = 8'b01111001;
            4'd15: H_digitron = 8'b01110001;
            default: H_digitron = 8'h80;
          endcase
          case(input_data[3:0])
            4'd0: L_digitron = 8'h3f;
            4'd1: L_digitron = 8'h06;
            4'd2: L_digitron = 8'h5b;
            4'd3: L_digitron = 8'h4f;
            4'd4: L_digitron = 8'h66;
            4'd5: L_digitron = 8'h6d;
            4'd6: L_digitron = 8'h7d;
            4'd7: L_digitron = 8'h07;
            4'd8: L_digitron = 8'h7f;
            4'd9: L_digitron = 8'h67;
            4'd10: L_digitron = 8'b01110111;
            4'd11: L_digitron = 8'b01111100;
            4'd12: L_digitron = 8'b00111001;
            4'd13: L_digitron = 8'b01011110;
            4'd14: L_digitron = 8'b01111001;
            4'd15: L_digitron = 8'b01110001;
            default: L_digitron = 8'h80;
          endcase
        end
	  else
		begin
		  case(clk_divide_input)
		    2'b00:  
			  begin
				H_digitron = 8'hbf;
				L_digitron = 8'h6d;
			  end
		    2'b01:  
			  begin
				H_digitron = 8'hbf;
				L_digitron = 8'h06;
			  end
		    2'b10:  
			  begin
				H_digitron = 8'hff;
				L_digitron = 8'h7f;
			  end
		    2'b11:  
			  begin
				H_digitron = 8'h86;
				L_digitron = 8'h3f;
			  end
		  endcase
		end
    end
endmodule
module mode_alter(input_pulse, output_modeCS);
	input input_pulse;
	output output_modeCS;
	reg mode_latch;
	always @ (posedge input_pulse)
	  mode_latch <= ~mode_latch;
	assign output_modeCS = mode_latch;
endmodule
module smart_switch(clk, in_switch, out_wire);
  input clk, in_switch;
  output out_wire;
  integer counter;
  reg out_latch;
  reg[1:0] switch_state;
  always @ (in_switch, counter)
    case(switch_state)
      2'b00:
        if(in_switch == 0)
          switch_state = 2'b01;
      2'b01:
        if(counter > 2400000)
          if(in_switch == 0)
            switch_state = 2'b11;
          else
            switch_state = 2'b00;
      2'b11:
        if(in_switch != 0)
          switch_state = 2'b10;
      2'b10:
        if(counter > 240000)
      		  if(in_switch == 0)
      		    switch_state = 2'b11;
      		  else
      		    switch_state = 2'b00;
    endcase
  always @ (posedge clk)
	case(switch_state)
	  2'b00:
		begin
		  out_latch <= 0;
		  counter <= 0;
		end
	  2'b01:
		begin
		  counter <= counter + 1;
		end
	  2'b11:
		begin
		  counter <= 0;
		  out_latch <= 1;
		end
	  2'b10:
		begin
		  counter <= counter + 1;
		end
	endcase
    assign out_wire = out_latch;
endmodule
module top(
  input wire clk,
  input wire shift_button,
  input wire reset_button, transfer_button, mode_alt_button,
  input wire[3:0] DIP_switch,
  output wire H_digitron_CS, L_digitron_CS,
  output wire[7:0] H_digitron, L_digitron,
  output wire[7:0] LED_result,
  output wire[2:0] LD1,
  output wire[2:0] LD2
);
  wire shift_filtered;
  wire reset_filtered;
  wire transfer_filtered;
  wire mode_alt_filtered;
  wire[7:0] data_bus;
  wire signal_line;
  wire[7:0] result_bus;
  wire mode_selector;
  wire[2:0] tmp_ld1, tmp_ld2;
  wire[7:0] tmp_led8, tmp_H_digi, tmp_L_digi;
  wire[31:0] divide_freq;
  assign H_digitron_CS = 0;
  assign L_digitron_CS = 0;
  smart_switch SW_shift(.clk(clk), .in_switch(shift_button), .out_wire(shift_filtered));
  smart_switch SW_reset(.clk(clk), .in_switch(reset_button), .out_wire(reset_filtered));
  smart_switch SW_transfer(.clk(clk), .in_switch(transfer_button), .out_wire(transfer_filtered));
  smart_switch SW_mode_alt(.clk(clk), .in_switch(mode_alt_button), .out_wire(mode_alt_filtered));
  mode_alter ModeSelecter(.input_pulse(mode_alt_filtered), .output_modeCS(mode_selector));
  divide_selector DivideSelector(.state_select(DIP_switch[3:2]), .cs(mode_selector), .out_divide_freq(divide_freq));
  data_input DATA_in(.DIP_switch(DIP_switch), .shift_in(shift_filtered), .out_wire(data_bus), .cs(mode_selector));
  input_display DISPLAYER(.input_data(data_bus), .H_digitron(tmp_H_digi), .L_digitron(tmp_L_digi), .cs(mode_selector), .clk_divide_input(DIP_switch[3:2]));
  Man_encoder ME(._input_reg(data_bus), ._output_wire(signal_line), ._clk(clk), ._en(transfer_filtered), ._rst(reset_filtered), ._divide_freq(divide_freq));
  assign tmp_ld1[0] = ~signal_line;
  assign tmp_ld1[1] = ~signal_line;
  assign tmp_ld1[2] = ~signal_line;
  Man_decoder MD(.input_wire(signal_line), .output_wire(result_bus), .clk(clk), .rst(reset_filtered), .state_out(tmp_ld2));
  assign tmp_led8 = ~result_bus;
  frequency_divider  FD(.input_led8(tmp_led8), .input_H_digi(tmp_H_digi), .input_L_digi(tmp_L_digi), .input_ld1(tmp_ld1), .input_ld2(tmp_ld2),
					    .output_led8(LED_result), .output_H_digi(H_digitron), .output_L_digi(L_digitron), .output_ld1(LD1), .output_ld2(LD2), 
					    .state_select(DIP_switch[1:0]), .clk(clk), .cs(mode_selector));
endmodule
==> run.sh <==
#!/bin/bash
# OpenROAD 26Q1-2900-gdf79404cd8, Yosys 0.63+post, stock flow scripts
make -C /OpenROAD-flow-scripts/flow DESIGN_CONFIG=/design/flow/config.mk WORK_HOME=/design/flow/orfs finish
==> config.mk <==
export PLATFORM = sky130hd
export DESIGN_NAME = top
export DESIGN_NICKNAME = top
export VERILOG_FILES = /design/flow/design.v
export SDC_FILE = /design/flow/constraint.sdc
export NUM_CORES = 4
export LEC_CHECK = 1
export CORE_UTILIZATION = 40
==> constraint.sdc <==
current_design top

set clk_period 9.8
set clk_io_pct 0.2

create_clock -name clk0 -period $clk_period [get_ports {clk}]

set non_clock_inputs [all_inputs -no_clocks]
set_input_delay [expr $clk_period * $clk_io_pct] -clock clk0 $non_clock_inputs
set_output_delay [expr $clk_period * $clk_io_pct] -clock clk0 [all_outputs]
==> flow_summary_export.csv <==
group,metric,value,unit
outcome,status,"completed",
synth,yosysCellCount,2230,
drt,ant_nets,0,
drt,diodes,0,
drt,wl_met3,2040,µm
final_timing,fmax,0.177,GHz
final_timing,relSlewSlack,0.389,
clock_tree,cts_hold_buf,0,
place,place.gp.congestion,0.909,
drt,highest_layer,"met4",
clock_tree,post_cts_buffers,0,
drt,via_per_inst,5.25,
drt,wl_per_cell,13.9,µm
final_timing,finalHoldViolCount,0,
grt,grt_first_pass_wirelength,70200,µm
final_timing,unclocked_pins,32,
critical_path,required,7.84,ns
layout,fin_area,22600,µm²
critical_path,endpoint_kind,"output pin",
final_timing,slew_viol_final,0,
clock_tree,cts_buffer_depth,3,
final_timing,untimed_endpoints,41,
drt,first_pass_iters,5,
critical_path,crit_path_top_delay_cell,"clkdlybuf4s50_1",
final_timing,setup_viol,0,
critical_path,r2r_cells,7,
critical_path,r2r-end,"ME._latch_input[6]$_DFFE_PP_",
min_path,min_delay_path_depth,1,
layout,syn2layout_area_growth,12.0,%
clock_tree,h-tree-depth,2,
synth,netlist_area,20200,µm²
final_timing,fin_skew,0.0224,ns
critical_path,worstPathArrival,3.70,ns
synth,avgSynthCellArea,9.06,µm²
synth,syn_inst,2230,
die,die_x,227,µm
final_timing,tightestPinTransition,0.911,ns
drt,met2WireLength,17200,µm
synth,ys.flop_type,"edfxtp_1",
synth,edf_count,192,
synth,ys_warn_count,48,
synth,synth-seq-cells,362,
synth,largest_area_cell,"edfxtp_1",
critical_path,slowest_delay,0.58,ns
min_path,holdPathEnd,"FD.light_switch$_DFF_P_",
critical_path,path_max_fanout,6,
min_path,min_path_type,"reg2reg",
critical_path,worstSetupPathType,"in2out",
critical_path,reg2reg_slack,6.65,ns
layout,layout-drive-gt1-share,0.0461,
flow_run,cap_violations,0,
grt,grt_use_total,0.170,
clock_tree,clkTransAtPathRegs,0.05,ns
drt,m1WireLength,20900,µm
drt,vias,15488,
synth,synth_top_area_share,0.285,
die,fp_util,0.404,
grt,grt_max_degree,41,
die,dieArea,51400,µm²
critical_path,crit_chain,"clkdlybuf4s50_1, inv_1, ha_1, o311a_1, clkdlybuf4s50_1",
grt,antenna_found_initial,0,
synth,ys_chip_area,20200,µm²
final_timing,fin_tns_setup,0,ns
clock_tree,clock_latency,0.57,ns
synth,topCellsByArea,"edfxtp_1 (29%), dfxtp_1 (14%), nor2_1 (6.3%)",
critical_path,cp-start-kind,"input pin",
final_timing,period_used_share,0.578,
final_timing,finalCriticalPeriod,5.66,ns
die,fp.coreArea,50000,µm²
final_timing,rsz0062_at_grt,"false",
flow_run,warnings,65,
clock_tree,cts.repair.resized,0,
layout,utilization,0.453,
drt,drc,0,
die,io_pins,41,
min_path,min_from,"FD.counter[3]$_DFF_P_",
die,die_y,227,µm
place,port_buffers,37,
drt,wl,41000,µm
synth,synth.distinct_cells,72,
place,dpl.hpwl,28100,µm
place,placed_area,21200,µm²
grt,gr-total-overflow,0,
clock_tree,root_buffer,"clkbuf_16",
grt,grt_pass1_vias,14468,
drt,drt-initial-drc-count,870,
critical_path,crit_top_cell,"clkdlybuf4s50_1",
die,num_rows,82,
clock_tree,cts_tree,"built",
critical_path,r2r_start,"ME._divide_cnt[25]$_SDFFCE_PN0P_",
synth,synthArstFlopShare,0,
clock_tree,numCtsBuffers,41,
## through the flow
stage               cells  worst slack, ns  hold slack [ns]
global placement     2875             4.16            0.415
detailed placement   2875             4.13            0.417
CTS                  2951             4.13            0.441
floorplan            2232             5.29            0.393
finish               2951             4.14            0.440
global route         2951             4.06            0.460
## worst max-delay path: cells and delay by family
kind                     cells  cell delay, ns
buffers and inverters        3            1.11
adder cells (fa/ha/maj)      1            0.26
AND-OR/OR-AND                1            0.37
## state kept, by name, indices dropped and copies added, names as in the netlist, 32 cells and up
| signal | cells |
|---|---|
| ME._divide_cnt | 32 |
| SW_reset.counter | 32 |
| MD.mask_cnt | 32 |
| SW_mode_alt.counter | 32 |
| MD.clock_cnt | 32 |
| SW_transfer.counter | 32 |
| MD.decoded_cnt | 32 |
| ME._eot_cnt | 32 |
| SW_shift.counter | 32 |
## routing by layer
layer	GRT usage	vias to the layer above
met3	0.0351	57
li1	-	7968
met1	0.279	7208
met2	0.242	255
met4	0.0329	0
met5	0	-
## layout by cell type (no fill, tap or decap), drive strengths merged, types with 60 or more instances in the layout
cell	instances
ha	92
dfxtp	140
a21oi	126
nand2	187
clkbuf	60
edfxtp	192
nand3	90
xnor2	123
nor2	341
nor3	63
inv	86
o21ai	81
xor2	141
## worst max path at each step
stage,from,slack (ns),cells past startpoint,to
CTS,DIP_switch[2],4.13,5,L_digitron[6]
global route,DIP_switch[2],4.06,5,L_digitron[6]
finish,DIP_switch[2],4.14,5,L_digitron[6]
## final cells by class
type | instances | area [µm²]
Clock buffer | 60 | 1220
Clock inverter | 16 | 168
Fill cell | 4634 | 27300
Inverter | 85 | 319
Multi-Input combinational cell | 1703 | 10600
Sequential cell | 362 | 9020
Tap cell | 672 | 841
Timing Repair Buffer | 53 | 490
## synthesized netlist by cell type, types with 14 or more instances
cell / n
o21a_1: 17
dfxtp_1: 140
inv_1: 83
and3_1: 37
nor4_1: 39
mux2i_1: 21
and2_1: 29
clkbuf_1: 64
o22ai_1: 19
xnor2_1: 123
nor3_1: 61
nor2b_1: 22
nand2_1: 187
nand3_1: 90
nand4_1: 57
o21ai_0: 74
or3_1: 52
ha_1: 92
a211oi_1: 14
xor2_1: 141
dlxtn_1: 18
a21oi_1: 126
edfxtp_1: 192
nor2_1: 339
or4_1: 18
## kinds of logic after synthesis
group | share of synthesized area
multiplexers | 0.0104
AND-OR/OR-AND | 0.103
XOR/XNOR | 0.114
other | 0.000186
flip-flops | 0.424
buffers and inverters | 0.0326
latches | 0.0223
adder cells (fa/ha/maj) | 0.0589
AND/OR/NAND/NOR | 0.235
